**flow/design.v**
```verilog
module datapath(
    input logic clk,
    input logic reset,
    input logic [7:0] data_in,
    input logic ld_alu_out,
    input logic ld_a, ld_b,
    input logic ld_c, ld_x,
    input logic ld_r,
    input logic alu_op,
    input logic alu_select_a, alu_select_b,
    output logic [7:0] data_result
    );
    logic [7:0] a, b;
    logic [7:0] c, x;
    logic [7:0] alu_out;
    logic [7:0] alu_a, alu_b;
    always_ff @(posedge clk) begin
        if(reset) begin
            a <= 8'b0;
            b <= 8'b0;
        end
        else begin
            if(ld_a) a <= ld_alu_out ? alu_out : data_in;  
            if(ld_b) b <= ld_alu_out ? alu_out : data_in; 
            if(ld_c) c <= data_in;
            if(ld_x) x <= data_in;
        end
    end
    always@(posedge clk) begin
        if(reset) begin
            data_result <= 8'b0;
        end
        else
            if(ld_r)
                data_result <= alu_out;
    end
    always_comb begin
        case (alu_select_a)
            2'd0: alu_a = a;
            2'd1: alu_a = b;
            2'd2: alu_a = c;
            2'd3: alu_a = x;
            default: alu_a = 8'b0;
        endcase
        case (alu_select_b)
            2'd0: alu_b = a;
            2'd1: alu_b = b;
            2'd2: alu_b = c;
            2'd3: alu_b = x;
            default: alu_b = 8'b0;
        endcase
    end
    always_comb begin : ALU
        case (alu_op)
            0: alu_out = alu_a + alu_b;  
            1: alu_out = alu_a * alu_b;  
            default: alu_out = 8'b0;
        endcase
    end
endmodule
 module quadratic_fsm(
    input logic Clock,
    input logic Reset,
    input logic Go,
    input logic [7:0] DataIn,
    output logic [7:0] DataResult,
    output logic ResultValid
);
    logic ld_a, ld_b, ld_r;
    logic ld_c, ld_x;
    logic ld_alu_out;
    logic alu_select_a, alu_select_b;
    logic alu_op;
    control C0(
        .clk(Clock),
        .reset(Reset),
        .go(Go),
        .ld_alu_out(ld_alu_out),
        .ld_a(ld_a),
        .ld_b(ld_b),
        .ld_r(ld_r),
        .ld_c(ld_c),
        .ld_x(ld_x),
        .alu_select_a(alu_select_a),
        .alu_select_b(alu_select_b),
        .alu_op(alu_op),
        .result_valid(ResultValid)
    );
    datapath D0(
        .clk(Clock),
        .reset(Reset),
        .ld_alu_out(ld_alu_out),
        .ld_a(ld_a),
        .ld_b(ld_b),
        .ld_r(ld_r),
        .ld_c(ld_c),
        .ld_x(ld_x),
        .alu_select_a(alu_select_a),
        .alu_select_b(alu_select_b),
        .alu_op(alu_op),
        .data_in(DataIn),
        .data_result(DataResult)
    );
 endmodule
module control(
    input logic clk,
    input logic reset,
    input logic go,
    output logic ld_a, ld_b, ld_r,
    output logic ld_c, ld_x,
    output logic ld_alu_out,
    output logic alu_select_a, alu_select_b,
    output logic alu_op,
    output logic result_valid
    );
    typedef enum logic [3:0]  { S_LOAD_A_RST    = 'd0,
                                S_LOAD_A        = 'd1,
                                S_LOAD_A_WAIT   = 'd2,
                                S_LOAD_B        = 'd3,
                                S_LOAD_B_WAIT   = 'd4,
                                S_LOAD_x        = 'd5,
                                S_LOAD_x_WAIT   = 'd6,
                                S_LOAD_C        = 'd7,
                                S_LOAD_C_WAIT   = 'd8,
                                S_CYCLE_0       = 'd9,
                                S_CYCLE_1       = 'd10,
                                S_CYCLE_2       = 'd11,
                                S_CYCLE_3       = 'd12,
                                S_CYCLE_4       = 'd13} statetype;
    statetype current_state, next_state;                            
    always_comb begin
        case (current_state)
            S_LOAD_A_RST: next_state =  go ? S_LOAD_A_WAIT : S_LOAD_A_RST;  
            S_LOAD_A: next_state =      go ? S_LOAD_A_WAIT : S_LOAD_A;  
            S_LOAD_A_WAIT: next_state = go ? S_LOAD_A_WAIT : S_LOAD_B; 
            S_LOAD_B: next_state =      go ? S_LOAD_B_WAIT : S_LOAD_B; 
            S_LOAD_B_WAIT: next_state = go ? S_LOAD_B_WAIT : S_LOAD_C; 
            S_LOAD_C: next_state =      go ? S_LOAD_C_WAIT : S_LOAD_C;
            S_LOAD_C_WAIT: next_state = go ? S_LOAD_C_WAIT : S_LOAD_x;
            S_LOAD_x: next_state      = go ? S_LOAD_x_WAIT : S_LOAD_x;
            S_LOAD_x_WAIT: next_state = go ? S_LOAD_x_WAIT : S_CYCLE_0;
            S_CYCLE_0: next_state = S_CYCLE_1;
            S_CYCLE_1: next_state = S_CYCLE_2;
            S_CYCLE_2: next_state = S_CYCLE_3;
            S_CYCLE_3: next_state = S_CYCLE_4;
            S_CYCLE_4: next_state = S_LOAD_A;  
            default:   next_state = S_LOAD_A_RST;
        endcase
    end  
    always_comb begin
        ld_alu_out = 1'b0;
        ld_a = 1'b0;
        ld_b = 1'b0;
        ld_c = 1'b0;
        ld_x = 1'b0;
        ld_r = 1'b0;
        alu_select_a = 1'b0;
        alu_select_b = 1'b0;
        alu_op       = 1'b0;
        result_valid = 1'b0;
        case (current_state)
            S_LOAD_A_RST: begin
                ld_a = 1'b1;
                end
            S_LOAD_A: begin
                ld_a = 1'b1;
                result_valid = 1'b1;
                end
            S_LOAD_B: begin
                ld_b = 1'b1;
                end
            S_LOAD_C: begin
                ld_c = 1'b1;
                end
            S_LOAD_x: begin
                ld_x = 1'b1;
                end
            S_CYCLE_0: begin  
                ld_alu_out = 1'b1; 
                ld_a = 1'b1;  
                alu_select_a = 2'd0;  
                alu_select_b = 2'd3;  
                alu_op = 1'b1;  
            end
            S_CYCLE_1: begin  
                ld_alu_out = 1'b1; 
                ld_a = 1'b1;  
                alu_select_a = 2'd0;  
                alu_select_b = 2'd3;  
                alu_op = 1'b1;  
            end
            S_CYCLE_2: begin  
                ld_alu_out = 1'b1; 
                ld_b = 1'b1;  
                alu_select_a = 2'd1;  
                alu_select_b = 2'd3;  
                alu_op = 1'b1;  
            end
            S_CYCLE_3: begin  
                ld_alu_out = 1'b1;
                ld_a = 1'b1;  
                alu_select_a = 2'd0;  
                alu_select_b = 2'd1;  
                alu_op = 1'b0;        
            end
            S_CYCLE_4: begin  
                ld_r = 1'b1;  
                alu_select_a = 2'd0;  
                alu_select_b = 2'd2;  
                alu_op = 1'b0;  
            end
        endcase
    end  
    always_ff@(posedge clk) begin
        if(reset)
            current_state <= S_LOAD_A_RST;
        else
            current_state <= next_state;
    end  
endmodule
```
**flow/run.sh**
```bash
#!/bin/bash
# OpenROAD 26Q1-2900-gdf79404cd8, Yosys 0.63+post, stock flow scripts
make -C /OpenROAD-flow-scripts/flow DESIGN_CONFIG=/design/flow/config.mk WORK_HOME=/design/flow/orfs finish
```
**flow/config.mk**
```make
export PLATFORM = sky130hd
export DESIGN_NAME = quadratic_fsm
export DESIGN_NICKNAME = quadratic_fsm
export VERILOG_FILES = /design/flow/design.v
export SDC_FILE = /design/flow/constraint.sdc
export NUM_CORES = 4
export LEC_CHECK = 1
export CORE_UTILIZATION = 30
```
**flow/constraint.sdc**
```tcl
current_design quadratic_fsm

set clk_period 6.6
set clk_io_pct 0.2

create_clock -name clk0 -period $clk_period [get_ports {Clock}]

set non_clock_inputs [all_inputs -no_clocks]
set_input_delay [expr $clk_period * $clk_io_pct] -clock clk0 $non_clock_inputs
set_output_delay [expr $clk_period * $clk_io_pct] -clock clk0 [all_outputs]
```
==> results.py <==
# Metrics from the implementation run
metrics = {
    "synth": {
        "yosysWarnings": 2,
        "avgSynthCellArea_um2": 8.25,
        "topCellsByArea": "dfxtp_1 24%, ha_1 11%, fa_1 8.7%",
        "edf_count": 0,
        "ff_type": "dfxtp_1",
        "synth_flops": 35,
        "yosys-top-cells-count": "50 x inv_1, 43 x nor2_1, 35 x dfxtp_1, 26 x ha_1, 26 x nand2_1",
        "top_area_frac": 0.235,
        "ys_area_um2": 2980,
        "postSynthSeqShare": 0.235,
        "netlist_area_um2": 2980,
        "synth.distinct_cells": 43,
        "yosys_cells": 361,
        "syn-instance-count": 361,
        "largest_area_cell": "dfxtp_1",
        "async_flop_share": 0,
        "synth.most_common_cell": "inv_1",
    },
    "critical_path": {
        "r2r_setup_slack_ns": 1.35,
        "path_common_cell": "inv_1",
        "r2r_start": "D0.alu_select_a",
        "crit_type": "flip-flop to flip-flop",
        "crit_arrival_ns": 5.44,
        "endpoint_kind": "flip-flop",
        "crit_path_max_incr_delay_ns": 0.75,
        "worstPathMaxFanout": 9,
        "rr_endpoint": "D0.b[7]",
        "required_ns": 6.79,
        "crit_slowest_cell": "mux2i_1",
        "path_cells": "mux2i_1 > inv_1 > nand2_1 > fa_1 > inv_1 > ha_1 > ha_1 > inv_1 > fa_1 > inv_1 > ha_1 > a21o_1 > a21oi_1 > xnor3_1 > xnor2_1 > a211oi_1 > o41ai_1",
        "r2r_cells": 17,
        "critPathLaunchType": "flip-flop",
    },
    "placed_design": {
        "place_hpwl_um": 5280,
        "gp_congestion": 1.00,
        "io_buffers": 19,
        "pre_cts_slack_ns": 1.38,
    },
    "routing": {
        "drtIter0Drc": 169,
        "post-route-drc-count": 0,
        "vias_per_cell": 4.78,
        "insertedDiodeCount": 0,
        "first_pass_iters": 4,
        "wl_per_cell_um": 13.2,
        "detail-route-antenna-nets": 0,
        "vias": 2396,
        "drt_wl_total_um": 6620,
    },
    "final_timing": {
        "rsz0062_at_grt": "false",
        "worst_slew_pin_slew_ns": 0.804,
        "report.final.slew_viol_count": 0,
        "fmax_ghz": 0.191,
        "fin_worst_skew_ns": 0.0128,
        "hold_viol": 0,
        "relSlewSlack": 0.448,
        "final.setup.worst_slack_ns": 1.35,
        "finalSetupViolCount": 0,
        "fin_crit_ns": 5.25,
        "finalClockPeriodUsage": 0.795,
        "final.setup.tns_ns": 0,
    },
    "flow_run": {
        "warning_count": 27,
        "max_cap_violations": 0,
    },
    "clocking": {
        "post_cts_buffers": 0,
        "post_cts_resized": 0,
        "clock-sinks": 35,
        "cts_hold_buf": 0,
        "clkTransAtPathRegs_ns": 0.08,
        "cts_buffer_depth": 2,
        "cts_made_buffers": 5,
        "clock_latency_ns": 0.30,
        "root_buffer": "clkbuf_8",
        "cts_tree": "yes",
        "htree_levels": 2,
    },
    "cells_and_area": {
        "area_growth_syn_to_layout_pct": 13.5,
        "drive_gt1_frac": 0.0511,
        "fillerInstances": 973,
    },
    "power": {
        "ir_worst_vdd_mv": 0.0795,
        "p_leak_nw": 1.52,
        "power_mw": 0.603,
        "p_per_area_nw_per_um2": 178,
    },
    "global_routing": {
        "grt_start_max_net_pins": 32,
        "grt_pass1_wl_um": 11300,
        "grt_pass1_vias": 2317,
        "gr-usage-all-layers": 0.142,
        "antenna_found_initial": 0,
        "grt-ovfl-total": 0,
    },
    "floorplanning": {
        "die_y_um": 102,
        "row_count": 35,
        "core_um2": 9420,
        "die_w_um": 102,
        "dieArea_um2": 10300,
        "initCoreUtil": 0.316,
        "num_io_pins": 20,
    },
    "hold_path": {
        "hold_depth": 2,
        "whs_endpoint": "D0.data_result[5]",
        "hp-class": "flip-flop to flip-flop",
        "hold_start": "D0.data_result[5]",
    },
    "outcome": {
        "run_status": "finished clean",
    },
}
[per-layer routing]
| layer | GRT usage | part of all wire | vias up |
|---|---|---|---|
| met1 | 0.212 | 0.49 | 1109 |
| met4 | 0.0268 | 0.023 | 0 |
| met5 | 0 | 0 | - |
| met3 | 0.0336 | 0.059 | 16 |
| li1 | - | - | 1217 |
| met2 | 0.214 | 0.42 | 54 |
[cell families (layout without fill, tap and decap cells)]
logic type	Yosys count	count (layout)	synth area share
multiplexers	31	31	0.116
AND-OR/OR-AND	63	63	0.135
XOR/XNOR	19	19	0.0652
flip-flops	35	35	0.235
buffers and inverters	68	79	0.0895
adder cells (fa/ha/maj)	39	39	0.197
AND/OR/NAND/NOR	106	106	0.162
[flip-flops by register name, summed over array words and instances (netlist names)]
register	count
D0.b	8
C0.ld_a	1
D0.alu_op	1
D0.data_result	8
D0.alu_select_b	1
D0.alu_select_a	1
C0.ld_b	1
D0.a	8
ResultValid	1
C0.ld_r	1
C0.current_state	4
[worst max-delay path: cells and delay by family, from the launching register on]
kind / cells / cell delay [ns]
multiplexers: 1 / 0.75
XOR/XNOR: 2 / 0.59
buffers and inverters: 4 / 0.34
AND-OR/OR-AND: 4 / 0.89
flip-flops: 1 / 0.67
AND/OR/NAND/NOR: 1 / 0.14
adder cells (fa/ha/maj): 5 / 1.75
[area by class of cell]
type	count	area, um2	share of cell area
well taps	129	161	0.0478
repair buffers	22	213	0.0630
flip-flops and latches	35	701	0.207
multi-input cells	258	2010	0.595
clock buffers	5	68.8	0.0204
clock inverters	2	37.5	0.0111
inverters	50	188	0.0556
[where the power goes]
part           switching, mW  internal [mW]  leakage [nW]
combinational          0.101         0.0745          1.19
sequential            0.0180          0.222         0.285
clock                 0.0770          0.110        0.0502
[worst max path at each step]
stage	endpoint	slack [ns]	start	cells past startpoint
CTS	D0.b[7]	1.32	D0.alu_select_a	17
global route	D0.a[7]	0.99	D0.alu_select_a	17
finish	D0.b[7]	1.35	D0.alu_select_a	17
[through the flow]
| stage | utilization | cells | hold slack [ns] | instance area [um2] |
|---|---|---|---|---|
| after floorplan | - | 361 | 0.448 | 2980 |
| after global placement | 0.348 | 494 | 0.478 | 3270 |
| after detailed placement | 0.348 | 494 | 0.482 | 3270 |
| after CTS | 0.359 | 501 | 0.490 | 3380 |
| after global routing | 0.359 | 501 | 0.505 | 3380 |
| final | 0.359 | 501 | 0.489 | 3380 |
[layout by cell type, fill, tap and decap left out, drive strengths merged, types with 3 or more instances in the layout]
cell type and instances:
ha 26, nor2 43, a211oi 10, clkdlybuf4s50 19, fa 13, dfxtp 35, a31oi 3, nand2b 4
mux2 5, nor2b 9, o21ai 11, nor3 7, nand3 3, and3 6, nand2 26, a21oi 18
buf 3, clkbuf 5, mux2i 26, inv 50, a21o 5, xor2 4, xnor2 13
Power figures rest on the tool's default switching activity, not on a simulated workload.
